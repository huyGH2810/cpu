==> flow/config.mk <==
export PLATFORM = sky130hd
export DESIGN_NAME = regfile
export DESIGN_NICKNAME = regfile
export VERILOG_FILES = /design/flow/design.v
export SDC_FILE = /design/flow/constraint.sdc
export NUM_CORES = 4
export LEC_CHECK = 1
export CORE_UTILIZATION = 40
==> flow/constraint.sdc <==
current_design regfile

set clk_period 8.7
set clk_io_pct 0.2

create_clock -name clk0 -period $clk_period [get_ports {clk_i}]

set non_clock_inputs [all_inputs -no_clocks]
set_input_delay [expr $clk_period * $clk_io_pct] -clock clk0 $non_clock_inputs
set_output_delay [expr $clk_period * $clk_io_pct] -clock clk0 [all_outputs]
==> flow/run.sh <==
#!/bin/bash
# OpenROAD 26Q1-2900-gdf79404cd8, Yosys 0.63+post, stock flow scripts
make -C /OpenROAD-flow-scripts/flow DESIGN_CONFIG=/design/flow/config.mk WORK_HOME=/design/flow/orfs finish
==> flow/design.v <==
module regfile (
    input           clk_i,
    input           rst_ni,
    input           rd_wren,
    input   [4:0]   rs1_addr,
    input   [4:0]   rs2_addr,
    input   [4:0]   rd_addr,
    input   [31:0]  rd_data,
    output  [31:0]  rs1_data,
    output  [31:0]  rs2_data
);
integer i;
logic [31:0] register [31:0];
initial begin
    register[31] = 0;
    for (i = 0; i < 32; i = i + 1) begin
        register[i] = 0;
    end
end
assign rs1_data = register[rs1_addr];
assign rs2_data = register[rs2_addr];
always @(negedge clk_i, negedge rst_ni) begin
    if (!rst_ni) begin
        for (i = 0; i < 32; i = i + 1) begin
            register[i] <= 0;
        end
    end
    else begin
    if (rd_wren && rd_addr != 0) begin
        register[rd_addr] <= rd_data;
    end
    end
end
endmodule : regfile
==> GITHUB_STEP_SUMMARY <==
## Implementation flow summary

| Metric | Value |
|---|---|
| Max reg flops | 1024 |
| Pin count of the biggest net entering global routing | 110 |
| Max IR drop VDD | 154 uV |
| Crit start category | flip-flop |
| Worst path most repeated cell | a31oi_1 |
| CTS H-tree depth | 3 |
| Dominant comb cell | multiplexers |
| Syn-to-layout area delta | 18.7% |
| Failing checks | setup timing |
| Top cells excl fill/tap | dfrtn_1 (1024), mux2_2 (1009), a22oi_1 (693) |
| Synthesized registers | 1024 |
| CTS tree | yes |
| Complex Gates by Area | 15.8% |
| Crit. End Element | primary output |
| Clk sink count | 1024 |
| Non-filler cells, final | 6286 |
| Simple share | 7.12% |
| Core ar. | 0.128 mm^2 |
| Dominant cell type by area after synthesis | dfrtn_1 |
| Clk_skew | 0 ns |
| XOR/XNOR Area Share | 0% |
| Area fraction in mux cells | 23.6% |
| Crit path buffers/inverters | 1 |
| Met2 wire length | 114000 um |
| Per-cell routed wire length | 45.5 um |
| First-pass GRT wire length | 387000 um |
| Worst min-delay path class | reg2reg |
| Commonest flop | dfrtn_1 |
| Met1 Wirelength | 98100 um |
| LEAKAGE | 26.6 nW |
| Share of layout cells above drive strength 1 | 37.9% |
| Top Metal Used | met5 |
| Max incr delay on CP | 0.51 ns |
| Vias in the first global route | 44800 |
| Register share after synthesis | 49.6% |
| Top cells by area | dfrtn_1 (50%), mux2_2 (22%), a22oi_1 (10%) |
| DRC Markers | 0 |
| Final setup fails | 1 |
| Final WL | 286000 um |
| PD cells | 227 mW/mm^2 |
| HPWL reported at the end of detailed placement | 174000 um |
| Ys async rst share | 100% |
| Post-Synthesis Cells | 4389 |
| Die W | 361 um |
| Crit Path Class | reg2out |
| Worst path cell trace | o21ai_0 > a21oi_1 > a31oi_1 > a31o_2 > a31oi_1 > clkdlybuf4s50_1 |
| Slew headroom | 15.6% |
| # Cells Yosys | 4389 |
| Syn Std Cell Area | 0.0517 mm^2 |
| Final RePlAce weighted congestion | 1.06 |
| Die Ht | 361 um |
| Top reg by flops | register |
| Total CTS buffers | 114 |
| Status | complete, but fails checks |
| I/O Buffers | 113 |
| Final setup margin | -0.0123 ns |
| Global router's overall resource usage | 45.4% |
| RSZ-0062 raised after global routing | true |
| Regs by FF count | register: 1024 flops |
| EDFF count, synth | 0 |
| Cell row count | 131 |
| Slowest stage cell on the critical path | clkdlybuf4s50_1 |
| Placed cell count | 6030 |
| Routed length on met3 | 48800 um |
| Most numerous logic cell after layout | dfrtn_1 |
| Initial antenna violation count | 23 |
| Drt pass-1 iters | 11 |
| Chip area | 0.131 mm^2 |
| Fin. Hold Viols | 0 |
| Vias per cell | 7.31 |
| DR iter-0 viols | 5844 |
| OpenROAD warning count | 34 |
| Max Transition Viols Final | 0 |
| Synth cell types | 70 |
| Vias | 46000 |
| Critical-path maximum fanout | 3 |
| CTS Buffer Depth | 3 |
| Global route total overflow | 0 |
| Family with the most delay on the worst path | AND-OR/OR-AND gates |
| CTS Hold Bufs | 0 |
| Util after Layout | 48.0% |
| Clk slew on worst S/H paths | 0.05 ns |
| Synth Warn # | 2 |
| YS chip area | 0.0517 mm^2 |
| Top-Level Pins | 114 |
| Clock Latency Late Sink | 0.67 ns |
| Root Buffer | clkbuf_16 |
| Worst endpoint required time | 6.96 ns |
| Max-cap violations | 0 |
| Top-area cell share | 49.6% |
| Fillcell total | 11300 |
| Post-Syn Area per Cell | 11.8 um^2 |
| Remaining antenna violation count after routing | 0 |
| Slew @ Worst Pin | 1.27 ns |
| Synth Area in Adders | 0% |
| Crit path DAT | 6.97 ns |
| Pre-Place Util | 40.4% |
cell families (layout without fill, tap and decap cells):
| kind of cell | Yosys count | after routing |
|---|---|---|
| other cells | 0 | 19 |
| simple gates | 736 | 736 |
| compound gates | 1090 | 1090 |
| buf+inv | 456 | 672 |
| mux | 1083 | 1083 |
| flops | 1024 | 1024 |
Yosys cell counts, types with 8 or more instances:
master     number
mux2_2       1009
nor2_1        165
a22oi_1       700
and4_1         11
buf_2         184
nor2b_1        17
nand4_1        92
buf_4          17
o22ai_1        20
nor3_1         75
o211ai_1       10
a221oi_1       28
nand3b_1        9
o22a_1          9
o32a_1         10
a32oi_1        27
a22o_1         55
a222oi_1       26
nor4_1         21
and3_1         11
nand2b_1       17
dfrtn_1      1024
nand3_1        45
nor2_2         25
a21oi_1        75
clkbuf_1      202
buf_1          45
nand2_1       195
a2111oi_0       9
mux2i_1        61
and2_1          9
or3_1           9
o21ai_0        34
mux2_1          8
a31oi_1        29
final timing paths:
path                            cells past startpoint       startpoint                to  slack, ns
min in group asynchronous                           1           rst_ni  register[27][31]       5.29
worst max register to register                      2  register[26][3]   register[26][3]       7.71
max in group asynchronous                           2           rst_ni    register[6][7]       2.29
worst max-delay path                                6  register[2][21]      rs2_data[21]      -0.01
worst min register to register                      0  register[0][13]   register[0][13]       0.35
worst min-delay path                                0  register[0][13]   register[0][13]       0.35
timing repair:
action	4_1_cts	5_1_grt
buffers inserted	20	8
setup endpoints to repair	29	32
gates cloned	0	0
gates resized	65	55
pin swaps	38	46
report_power, final:
group | leakage (nW) | switching, mW | internal [mW]
sequential | 13.1 | 0.878 | 5.75
clock | 1.93 | 2.13 | 2.96
combinational | 11.5 | 1.07 | 1.13
worst reg2reg max path: cells and delay by family, from the launching register on:
| family | cells | cell delay (ns) |
|---|---|---|
| buffers and inverters | 1 | 0.18 |
| flip-flops | 1 | 0.40 |
| multiplexers | 1 | 0.25 |
cell type report:
type	instances	area (um^2)	share of cell area, %
well taps	1662	2080	3.39
clock inverters	50	538	0.877
clock buffers	159	3350	5.45
repair buffers	458	4620	7.53
diodes	19	47.5	0.0775
multi-input cells	2909	25100	40.9
inverters	5	18.8	0.0306
flip-flops and latches	1024	25600	41.8
metrics by stage:
step | power [mW] | cell area, um^2 | worst slack (ns) | hold WS, ns | setup TNS (ns)
2_1_floorplan | 7.56 | 51700 | 0.985 | 0.412 | 0
3_3_place_gp | 8.67 | 56700 | 0.171 | 0.347 | 0
3_5_place_dp | 8.71 | 56700 | 0.218 | 0.349 | 0
4_1_cts | 13.8 | 61000 | -0.0719 | 0.351 | -0.0895
5_1_grt | 14.3 | 61300 | -0.0137 | 0.356 | -0.0137
6_report | 13.9 | 61400 | -0.0123 | 0.349 | -0.0123
layer usage:
metal / vias to the layer above / track usage (%)
met3: 1432 / 29.5
met1: 23200 / 55.4
met4: 44 / 28.9
li1: 17100 / -
met2: 4123 / 59.2
met5: - / 1.92
Power and IR drop assume default switching activity.
