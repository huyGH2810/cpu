==> config.mk <==
export PLATFORM = sky130hd
export DESIGN_NAME = output_periph
export DESIGN_NICKNAME = output_periph
export VERILOG_FILES = /design/flow/design.v
export SDC_FILE = /design/flow/constraint.sdc
export NUM_CORES = 4
export LEC_CHECK = 1
export CORE_UTILIZATION = 30
==> constraint.sdc <==
current_design output_periph

set clk_period 11.0
set clk_io_pct 0.2

create_clock -name clk0 -period $clk_period [get_ports {clk_i}]

set non_clock_inputs [all_inputs -no_clocks]
set_input_delay [expr $clk_period * $clk_io_pct] -clock clk0 $non_clock_inputs
set_output_delay [expr $clk_period * $clk_io_pct] -clock clk0 [all_outputs]
==> design.v <==
module output_periph(
		output	[31:0]		lcd, 
		output	[31:0]		ledr, 
		output	[31:0]		ledg, 
		output	[31:0]		hex7,
		output	[31:0]		hex6,
		output	[31:0] 		hex5,
		output	[31:0] 		hex4,
		output	[31:0] 		hex3, 
		output	[31:0] 		hex2,
		output	[31:0] 		hex1,
		output	[31:0] 		hex0,
	  	input 				clk_i,
	  	input 				st_en,
	  	input 	[7:0]		addr, 
	  	input 	[31:0]		st_data
);
	integer i;
	logic 	[31:0]	ram [11:0];
	initial begin
		for (i = 0; i < 12; i++) 
			ram[i] = 32'd0;
	end
	always_ff @(posedge clk_i) begin
		if(st_en)	begin
			case(addr)
				8'hA0:	ram[4'hA] <= st_data;
				8'h90:	ram[4'h9] <= st_data;
				8'h80:	ram[4'h8] <= st_data;
				8'h70:	ram[4'h7] <= st_data;
				8'h60:	ram[4'h6] <= st_data;
				8'h50:	ram[4'h5] <= st_data;
				8'h40:	ram[4'h4] <= st_data;
				8'h30:	ram[4'h3] <= st_data;
				8'h20:	ram[4'h2] <= st_data;
				8'h10:	ram[4'h1] <= st_data;
				8'h00:	ram[4'h0] <= st_data;
				default:ram[4'hB] <= st_data;
			endcase
		end
	end
	assign lcd  	= ram[4'hA];
	assign ledg 	= ram[4'h9];
	assign ledr 	= ram[4'h8];
	assign hex7 	= ram[4'h7];
	assign hex6 	= ram[4'h6];
	assign hex5 	= ram[4'h5];
	assign hex4 	= ram[4'h4];
	assign hex3 	= ram[4'h3];
	assign hex2 	= ram[4'h2];
	assign hex1 	= ram[4'h1];
	assign hex0 	= ram[4'h0];
endmodule
==> run.sh <==
#!/bin/bash
# OpenROAD 26Q1-2900-gdf79404cd8, Yosys 0.63+post, stock flow scripts
make -C /OpenROAD-flow-scripts/flow DESIGN_CONFIG=/design/flow/config.mk WORK_HOME=/design/flow/orfs finish
==> impl_metrics.py <==
# Physical implementation metrics
metrics = {
    "clock_tree": {
        "path_clk_slew_ns": 0.06,
        "cts_setup_buffers": 0,
        "cts_sinks": 352,
        "cts_buffers": 37,
        "post_cts_resized": 0,
        "clock_path_buffers": 3,
        "htreeDepth": 2,
        "cts_root_buf": "clkbuf_16",
        "cts_tree": "yes",
        "cts_hold_buf": 0,
    },
    "cells_and_area": {
        "fillers": 2947,
        "syn2layout_area_growth_pct": 54.5,
        "largest_register": "ram",
        "flop_area_um2": 10600,
        "largest_register_ffs": 352,
        "combGateArea_um2": 241,
        "top_regs": "ram x352",
        "final_layout_size_suffix_gt1_share_pct": 9.55,
    },
    "detailed_routing": {
        "dr.first_iter.drc_count": 304,
        "antenna_cells": 0,
        "route.detailed.drc": 0,
        "vias": 5419,
        "ant_nets": 0,
        "routed_wl_um": 25700,
        "via_per_inst": 4.17,
        "routedWlPerCell_um": 19.8,
        "firstDrtPassIters": 6,
    },
    "placement": {
        "dpl.hpwl_um": 16100,
        "place_ws_ns": 6.67,
        "io_buffers": 393,
        "gp_congestion": 0.795,
    },
    "synthesis": {
        "topCellsByArea": "edfxtp_1 98%, nor3_2 0.46%, nor4_4 0.40%",
        "numSynthFlops": 352,
        "async_reset_ff_share_pct": 0,
        "yosysSeqAreaShare_pct": 98.2,
        "most_common_cell": "edfxtp_1",
        "yosys_area_um2": 10800,
        "syn_area_um2": 10800,
        "synth.distinct_cells": 11,
        "netlist.area_leader.share_pct": 98.2,
        "ff_type": "edfxtp_1",
        "netlist_top_cells_count": "352 x edfxtp_1, 5 x nor3_2, 3 x nor3_1",
        "top_area_cell": "edfxtp_1",
        "yosysWarnings": 2,
        "ys_cells": 371,
        "post_synth.cell_area_avg_um2": 29.0,
        "netlist_instances": 371,
        "synth-edff-count": 352,
    },
    "pwr": {
        "p_sw_uw": 508,
        "pwr-share-clk_pct": 45.1,
        "leakage_nw": 5.44,
        "peakVddDrop_mv": 0.127,
        "combinationalPowerShare_pct": 1.5,
        "power_mw": 2.77,
        "powerDensity_nw_per_um2": 166,
        "pwr-share-seq_pct": 53.4,
        "p_sw_share_pct": 18.3,
        "internal_power_mw": 2.26,
    },
    "setup_path": {
        "cp.arrival_ns": 3.95,
        "cp-end-kind": "flop",
        "crit_fanout": 32,
        "required_ns": 11.14,
        "start_kind": "primary input",
        "setup.worst_path.class": "primary input to flop",
    },
    "floorplanning": {
        "io_pins": 394,
        "die_h_um": 191,
        "core_um2": 35500,
        "die_x_um": 191,
        "die-area_um2": 36700,
        "placementRows": 69,
        "fp_util_pct": 30.3,
    },
    "job": {
        "tool_warnings": 25,
        "cap_viol_max_count": 0,
    },
    "final_timing": {
        "drv_slew": 0,
        "tns_ns": 0,
        "period_used_pct": 34.7,
        "slew_headroom_pct": 60.4,
        "worstMarginPinSlew_ns": 0.594,
        "hold_slack_ns": 2.49,
        "fmax_mhz": 262,
        "finalHoldViolCount": 0,
        "setup_viol": 0,
        "rsz0062_at_grt": "no",
        "period_minus_slack_ns": 3.81,
        "worst_slack_ns": 7.19,
    },
    "grt": {
        "grt_pass1_wl_um": 35200,
        "grt_pass1_vias": 5456,
        "track_usage_pct": 14.5,
        "grt_busiest_layer": "met2",
        "use_met3_pct": 8.72,
        "antenna_found_initial": 0,
        "gr-total-overflow": 0,
        "met1_usage_pct": 19.6,
        "grt_use_met2_pct": 21.4,
        "grt_max_degree": 33,
    },
    "run_status": {
        "status": "complete, no violations",
    },
    "worst_hold_path": {
        "min_path_type": "primary input to flop",
    },
}
metrics by stage:
stage	cells	cell area (µm²)	utilization [%]
final	1299	16600	46.9
after global placement	1235	15400	43.4
after CTS	1299	16600	46.9
after global routing	1299	16600	46.9
after detailed placement	1235	15400	43.4
after floorplan	371	10800	-
layout make-up:
class	count	share of cell area, %
timing repair buffer	404	24.1
sequential	352	63.5
clock inverter	19	1.41
clock buffer	45	6.00
multi-input combinational	18	1.45
tap	461	3.47
cell families (layout without fill, tap and decap cells):
family / count (synthesis) / in the layout / share of synthesized area [%]
and+or+nand+nor: 18 / 18 / 1.73
buffers and inverters: 1 / 468 / 0.105
DFF: 352 / 352 / 98.2
cell usage in the layout (no fill, tap or decap), types with 3 or more instances in the layout:
master,count
clkbuf_16,39
clkbuf_1,6
edfxtp_1,352
buf_4,11
clkinv_2,4
nor3_2,3
clkinv_1,4
inv_6,3
nor4_4,3
clkinvlp_4,3
bufinv_16,5
nor3_4,5
clkdlybuf4s50_1,393
per-layer routing:
metal	routed length, µm	up-vias
li1	-	2413
met1	9610	2597
met2	11900	371
met3	3580	38
met4	548	0
met5	0	-
critical path: stages:
cell             delay (ns)
clkdlybuf4s50_1        0.44
or4b_4                 0.63
nor4_4                 0.15
buf_4                  0.50
final timing paths:
check / from / to / slack [ns] / cells after the start
max: addr[7] / ram[4][16] / 7.19 / 4
min: st_data[17] / ram[2][17] / 2.49 / 1
power groups by stage:
stage,clock network (mW),registers [mW],logic (mW)
CTS,1.28,1.48,0.0426
global route,1.34,1.48,0.0456
finish,1.25,1.48,0.0422
No activity file was given, so power comes from the tool's default toggle rates.
