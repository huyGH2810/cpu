[flow/run.sh]
#!/bin/bash
# OpenROAD 26Q1-2900-gdf79404cd8, Yosys 0.63+post, stock flow scripts
make -C /OpenROAD-flow-scripts/flow DESIGN_CONFIG=/design/flow/config.mk WORK_HOME=/design/flow/orfs finish
[flow/config.mk]
export PLATFORM = sky130hd
export DESIGN_NAME = ID_EX
export DESIGN_NICKNAME = ID_EX
export VERILOG_FILES = /design/flow/design.v
export SDC_FILE = /design/flow/constraint.sdc
export NUM_CORES = 4
export LEC_CHECK = 1
export CORE_AREA = 10 10 225 225
export DIE_AREA = 0 0 235 235
[flow/constraint.sdc]
current_design ID_EX

set clk_period 1.0
set clk_io_pct 0.2

create_clock -name clk0 -period $clk_period [get_ports {clk_i}]

set non_clock_inputs [all_inputs -no_clocks]
set_input_delay [expr $clk_period * $clk_io_pct] -clock clk0 $non_clock_inputs
set_output_delay [expr $clk_period * $clk_io_pct] -clock clk0 [all_outputs]
[flow/design.v]
module ID_EX (
	input  logic		 clk_i		,
	input  logic 		 flush_ID	,
	input  logic [31:0]  instr_ID	,
	input  logic [31:0]  pc_ID		,
	input  logic [31:0]  rs1data_ID  ,
	input  logic [31:0]  rs2data_ID  ,
	input  logic [31:0]  imm_ID		,
	input  logic [3:0]   ALUSel_ID	,
	input  logic [2:0]   ImmSel_ID	,
	input  logic [1:0]   WBSel_ID    ,
	input  logic		 BrUn_ID	,
	input  logic		 PCSel_ID	,
	input  logic		 ASel_ID	,
	input  logic		 BSel_ID	,
	input  logic		 MemRW_ID	,
	input  logic		 RegWEn_ID	,
	output logic [31:0]  instr_EX	,
	output logic [31:0]  pc_EX		,
	output logic [31:0]  rs1data_EX  ,
	output logic [31:0]  rs2data_EX  ,
	output logic [31:0]  imm_EX		,
	output logic [3:0]   ALUSel_EX	,
	output logic [2:0]   ImmSel_EX	,
	output logic [1:0]   WBSel_EX	,
	output logic		 BrUn_EX	,
	output logic		 PCSel_EX	,
	output logic		 ASel_EX	,
	output logic		 BSel_EX	,
	output logic		 MemRW_EX	,
	output logic		 RegWEn_EX	
);
	always_ff @(posedge clk_i) begin
		if(!flush_ID) begin
			instr_EX 	<= instr_ID;
			pc_EX	 		<= pc_ID;
			rs1data_EX 	<= rs1data_ID;
			rs2data_EX 	<= rs2data_ID;
			imm_EX		<= imm_ID;
			ALUSel_EX 	<= ALUSel_ID;
			ImmSel_EX 	<= ImmSel_ID;
			WBSel_EX 	<= WBSel_ID;
			BrUn_EX 		<= BrUn_ID;
			PCSel_EX 	<= PCSel_ID;
			ASel_EX 		<= ASel_ID;
			BSel_EX 		<= BSel_ID;
			MemRW_EX 	<= MemRW_ID; 
			RegWEn_EX 	<= RegWEn_ID;
		end
		else begin
			instr_EX 	<= 0;	
			pc_EX	 	<= 0;
			rs1data_EX 	<= 0;
			rs2data_EX 	<= 0;
			imm_EX		<= 0;
			ALUSel_EX 	<= 0;
			ImmSel_EX 	<= 0;
			WBSel_EX 	<= 0;
			BrUn_EX 	<= 0;
			PCSel_EX 	<= 0;
			ASel_EX 	<= 0;
			BSel_EX 	<= 0;
			MemRW_EX 	<= 0;
			RegWEn_EX 	<= 0;
		end	
	end
endmodule
==> results.cfg <==
; yosys + openroad results
[status]
status = finished with violations
violations = setup timing

[layout]
fin_area_um2 = 9030
final_core_utilization_pct = 19.8
finalNonFillerCells = 1354
drive_gt1_share_pct = 36.7
synthToLayoutAreaGrowth_pct = 92.5

[worst_setup_path]
crit_path_max_incr_delay_ps = 400
cpMaxStageDelayCell = dfxtp_4
crit_required_ps = 800
worstSetupPathType = flop to output port
critPathBufInv = 1
cp-start-kind = flop
crit_chain = buf_6
cp_top_family = flip-flops
crit_path_max_fanout = 1
cp.arrival_ps = 980
worstSetupEndpointType = output port
cp.depth = 1

[final_timing]
fin_crit_sh_pct = 118
hold_violations = 0
finalMaxSlewViolations = 0
tightest_slew_ps = 246
final.setup.tns_ps = -15040
setup_slack_ps = -183
setup_viol = 178
slew-limit-headroom_pct = 83.6
grt_setup_unrepaired = true
fin_crit_ps = 1180
max_freq_mhz = 846

[hold_path]
hold_path_class = primary input to flop
hold_depth = 2
min_from = rs1data_ID[12]
whs_endpoint = rs1data_EX[12]

[power]
p_leak_nw = 3.84
power.total_mw = 16.0
ir_worst_vdd_uv = 1780
power-per-cell-area_nw_per_um2 = 1770

[global_routing]
grt_pass1_vias = 4120
overflow = 0
grt_first_pass_wirelength_um = 28300
grtUsageTotal_pct = 6.92
grt_max_degree = 52
antenna_found_initial = 6

[synth]
ys_cells = 369
synth_cells = 369
top_area_share_pct = 74.7
ys_seq_share_pct = 74.7
ys_warn_count = 1
postSynthAreaPerCell_um2 = 12.7
syn-cell-area_um2 = 4690
ys_types = 4
ys.flops = 175
area_leaders = dfxtp_1, nor2b_1, buf_2, clkbuf_1
yosysTopAreaCell = dfxtp_1
ys_chip_area_um2 = 4690

[cts]
clock_sinks = 175
clk_pin_slew_ps = 70
cts_tree = done
htree_num_levels = 4
numCtsBuffers = 17
clk_path_buf_depth = 2
clockRootBuffer = clkbuf_16

[drt]
vias = 3784
dr.pass1.iters = 3
drt-wirelength-per-cell_um = 14.4
antenna_left = 0
drt-initial-drc-count = 66
drc_errors = 0
finalWirelength_um = 19500
vias_per_cell = 2.79

[floorplan]
die_w_um = 235
core.rowCount = 78
dieArea_um2 = 55200
fp_util_pct = 10.3
fp.dieH_um = 235
core_um2 = 45600
design.portCount = 352

[job]
drv_cap = 0
tool_warnings = 27

[placed_design]
dp.cells = 1319
gp_congestion = 0.815
hpwl_um = 15800
dpl-instance-area_um2 = 9060
port_buffers = 351
-- per-layer routing --
metal / track usage [%] / share of wire [%]
met1: 8.05 / 40
met2: 10.4 / 43
met3: 4.72 / 14
met4: 1.31 / 2.4
met5: 0 / 0.29
-- cells in the final DEF, fill, tap and decap left out --
cell type | synthesis | layout
clkdlybuf4s50_1 | 0 | 175
nor2b_1 | 175 | 170
buf_2 | 17 | 159
dfxtp_1 | 175 | 130
dfxtp_2 | 0 | 40
buf_6 | 0 | 18
clkbuf_16 | 0 | 17
buf_4 | 0 | 12
nor2b_2 | 0 | 5
dfxtp_4 | 0 | 5
inv_6 | 0 | 4
buf_12 | 0 | 4
bufinv_16 | 0 | 3
clkinv_4 | 0 | 3
clkinv_2 | 0 | 2
buf_16 | 0 | 2
diode_2 | 0 | 1
inv_8 | 0 | 1
clkinvlp_4 | 0 | 1
clkbuf_1 | 2 | 1
dlygate4sd3_1 | 0 | 1
-- how the worst max path moves through the flow --
stage,from,end,slack (ps)
after CTS,rs2data_EX[2],rs2data_EX[2],-280
after global routing,rs2data_EX[2],rs2data_EX[2],-260
final,rs1data_EX[4],rs1data_EX[4],-180
-- registers in the layout (all words and copies together), names as in the netlist --
name	flops
ALUSel_EX	4
ASel_EX	1
BSel_EX	1
BrUn_EX	1
ImmSel_EX	3
MemRW_EX	1
PCSel_EX	1
RegWEn_EX	1
WBSel_EX	2
imm_EX	32
instr_EX	32
pc_EX	32
rs1data_EX	32
rs2data_EX	32
-- cell usage after synthesis (all sizes together) --
master / count
nor2b: 175
dfxtp: 175
buf: 17
clkbuf: 2
-- where the power goes --
| group | switching [mW] | internal, mW |
|---|---|---|
| registers | 0.113 | 7.35 |
| logic | 0.406 | 1.12 |
| clock network | 3.04 | 3.97 |
-- cell type report --
cell class                      instances  area (um2)
Timing Repair Buffer                  371        2990
Clock buffer                           18         429
Tap cell                              600         751
Clock inverter                         14         180
Sequential cell                       175        3570
Multi-Input combinational cell        175        1110
Antenna cell                            1        2.50
Fill cell                            4989       36500
-- cells by family after synthesis --
kind of cell           count (synthesis)  synth area share, %
and+or+nand+nor                      175                 23.3
DFF                                  175                 74.7
buffers and inverters                 19                 1.97
-- through the flow --
step                      hold WS [ps]  worst slack, ps
after global placement             497             -350
final                              264             -183
after CTS                          202             -284
after floorplan                    328              298
after detailed placement           501             -340
after global routing               224             -264
-- timing repair --
action | CTS | global route
gates resized | 625 | 28
endpoints found under the hold margin | 3 | 0
setup endpoints to repair | 175 | 200
hold buffers | 1 | 0
setup buffers | 0 | 1
Power is estimated from default activity; no workload was simulated.
